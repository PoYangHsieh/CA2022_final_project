[design.v]
module CHIP(clk,
            rst_n,
            mem_wen_D,
            mem_addr_D,
            mem_wdata_D,
            mem_rdata_D,
            mem_addr_I,
            mem_rdata_I);
    input         clk, rst_n ;
    output        mem_wen_D  ;
    output [31:0] mem_addr_D ;
    output [31:0] mem_wdata_D;
    input  [31:0] mem_rdata_D;
    output [31:0] mem_addr_I ;
    input  [31:0] mem_rdata_I;
    reg [31:0] mem_addr_D ;
    reg [31:0] mem_wdata_D;
    reg    [31:0] PC          ;               
    reg   [31:0] PC_nxt      ;               
    wire          regWrite    ;               
    reg   [ 4:0] rs1, rs2, rd;               
    wire   [31:0] rs1_data    ;               
    wire   [31:0] rs2_data    ;               
    reg   [31:0] rd_data     ;               
    wire regWrite0;
    parameter RTYPE = 7'b0110011;
    parameter ITYPE  = 7'b00x0011;
    parameter STYPE  = 7'b0100011;
    parameter BTYPE = 7'b1100011;
    parameter UTYPE  = 7'b0x10111;
    parameter JTYPE = 7'b110x111;
    parameter IF = 3'b000;
    parameter ID = 3'b001;
    parameter EX = 3'b010;
    parameter ME = 3'b011;
    parameter WB = 3'b100;
    parameter MUL = 3'b000;
    parameter LT = 3'b001;
    parameter ADD = 3'b010;
    parameter SUB = 3'b011;
    parameter XOR = 3'b100;
    parameter SHIFT_R = 3'b101;
    parameter SHIFT_L = 3'b110;
    parameter NOT_USED = 3'b111;
    wire Branch;
    wire MemRead;
    wire MemToReg;
    wire MemWrite;
    wire ALUSrc;
    wire write_en;
    wire jal;
    wire jalr;
    wire auipc;
    reg [31:0] imm_gen;
    reg [1:0] ALUOp;
    wire [2:0] alu_mode ;
    reg [31:0] alu_out ;
    wire [31:0] mulDiv_out ;
    reg [31:0] mulDiv_out_save;
    reg [5:0] alu_valid_counter;
    reg [5:0] alu_valid_counter_nxt;
    reg alu_valid ;
    reg alu_ready ;
    wire mulDiv_ready ;
    wire ready ;
    reg Branch_Succeed ;
    reg [2:0] state;
    reg [2:0] state_nxt;
    reg_file reg0(                            
        .clk(clk),                            
        .rst_n(rst_n),                        
        .wen(regWrite),                       
        .a1(rs1),                             
        .a2(rs2),                             
        .aw(rd),                              
        .d(rd_data),                          
        .q1(rs1_data),                        
        .q2(rs2_data)
    );                                        
    control control01(
        .instruction(mem_rdata_I[6:0]),
        .Branch(Branch),
        .MemRead(MemRead),
        .MemToReg(MemToReg),
        .MemWrite(MemWrite),
        .ALUSrc(ALUSrc),
        .jal(jal),
        .jalr(jalr),
        .auipc(auipc),
        .regWrite(regWrite0)
    );
    assign regWrite = regWrite0 && (state == WB);
    ALUcontrol ALUcontrol01(
        .opcode(mem_rdata_I[6:0]),
        .ALUOp(ALUOp),
        .funct3(mem_rdata_I[14:12]),
        .funct7(mem_rdata_I[31:25]),
        .alu_mode(alu_mode)
    ) ;
    always @(*) begin 
        case(state) 
            IF : state_nxt = ID;
            ID : state_nxt = EX;
            EX : begin
                if(alu_mode == MUL) begin
                    state_nxt = (mulDiv_ready)? ME : EX;
                end
                else state_nxt = ME;
            end
            ME : state_nxt = WB;
            WB : state_nxt = IF;
            default : state_nxt = IF;
        endcase
    end
    always @(*) begin
        if(state == WB) begin
            if(mem_rdata_I[14:12] == 3'b000) Branch_Succeed = (alu_out == 0)? 1 : 0;
            else Branch_Succeed = ($signed(alu_out) >= 0)? 1 : 0; 
        end
        else Branch_Succeed = 0;
    end
    always @(*) begin
        PC_nxt = PC;
        if(state == WB) begin
            if(Branch && Branch_Succeed) PC_nxt = PC + $signed(imm_gen << 1);
            else if(jal) PC_nxt = PC + $signed(imm_gen << 1);
            else if(jalr) PC_nxt = alu_out;
            else PC_nxt = PC + 32'd4; 
        end
    end
    assign mem_addr_I = PC;
    always @(*) begin
        rs1 = rs1;
        rs2 = rs2;
        rd = rd;
        imm_gen = imm_gen;
        ALUOp = ALUOp;
        if(state == ID) begin
            casex (mem_rdata_I[6:0])
                RTYPE: begin
                    rs1 = mem_rdata_I[19:15];
                    rs2 = mem_rdata_I[24:20];
                    rd = mem_rdata_I[11:7];
                    imm_gen = 0;
                    ALUOp = 2'b00;
                end
                ITYPE: begin
                    rs1 = mem_rdata_I[19:15];
                    rs2 = 0;
                    rd = mem_rdata_I[11:7];
                    imm_gen[11:0] = mem_rdata_I[31:20];
                    imm_gen = {{20{imm_gen[11]}}, imm_gen[11:0]};
                    ALUOp = 2'b01;
                end 
                STYPE: begin
                    rs1 = mem_rdata_I[19:15];
                    rs2 = mem_rdata_I[24:20];
                    rd=0;
                    imm_gen[4:0] = mem_rdata_I[11:7];
                    imm_gen[11:5] = mem_rdata_I[31:25];
                    imm_gen = {{20{imm_gen[11]}}, imm_gen[11:0]};
                    ALUOp = 2'b10;
                end
                BTYPE: begin
                    rs1 = mem_rdata_I[19:15];
                    rs2 = mem_rdata_I[24:20];
                    rd = 0;
                    imm_gen[3:0] = mem_rdata_I[11:8];
                    imm_gen[10] = mem_rdata_I[7];
                    imm_gen[9:4] = mem_rdata_I[30:25];
                    imm_gen[11] = mem_rdata_I[31];
                    imm_gen = {{20{imm_gen[11]}}, imm_gen[11:0]};
                    ALUOp = 2'b10;
                end
                UTYPE:  begin
                    rs1 = 0;
                    rs2 =0;
                    rd = mem_rdata_I[11:7];
                    imm_gen[31:12] = mem_rdata_I[31:12];
                    imm_gen[11:0] = 0;
                    ALUOp = 2'b11;
                end
                JTYPE:  begin
                    rs2 = 0;
                    rd = mem_rdata_I[11:7];
                    if (mem_rdata_I[3] == 0) begin
                        rs1 = mem_rdata_I[19:15];
                        imm_gen[11:0] = mem_rdata_I[31:20];
                        imm_gen = {{20{imm_gen[11]}}, imm_gen[11:0]}; 
                    end
                    else begin
                        rs1=0;
                        imm_gen[18:11] = mem_rdata_I[19:12];
                        imm_gen[10] = mem_rdata_I[20];
                        imm_gen[9:0] = mem_rdata_I[30:21];
                        imm_gen[19] = mem_rdata_I[31];
                        imm_gen = {{12{imm_gen[19]}}, imm_gen[19:0]};
                    end
                    ALUOp = 2'b11;
                end
                default: begin
                    rs1 = 0;
                    rs2 = 0;
                    rd = 0;
                    imm_gen = 0;
                    ALUOp = 2'b10;
                end
            endcase
        end
    end
    always @(*) begin
        if(state == EX) begin
            alu_valid_counter_nxt = alu_valid_counter + 1;
        end
        else begin
            alu_valid_counter_nxt = 0;
        end
    end
    always @(*) begin
        if(state == EX && alu_valid_counter == 0) begin
            alu_valid = 1;
        end
        else begin
            alu_valid = 0;
        end
    end
    mulDiv mulDiv01(.clk(clk), 
                    .rst_n(rst_n), 
                    .valid(alu_valid && alu_mode == MUL), 
                    .ready(mulDiv_ready), 
                    .mode(alu_mode[1:0]), 
                    .in_A(rs1_data), 
                    .in_B((ALUSrc) ? imm_gen : rs2_data), 
                    .out(mulDiv_out));
    always @(*) begin
        mulDiv_out_save = mulDiv_out_save;
        if(state == EX) mulDiv_out_save = mulDiv_out;
    end
    always @(*) begin
        alu_out = alu_out;
        if(state == EX) begin
            case(alu_mode)
                ADD : begin
                    if (ALUSrc == 1) alu_out = rs1_data + imm_gen; 
                    else alu_out = rs1_data + rs2_data; 
                end
                LT:  begin
                    if (ALUSrc == 1) alu_out = ($signed(rs1_data) < $signed(imm_gen)); 
                    else alu_out = ($signed(rs1_data) < $signed(rs2_data)); 
                end
                SUB : begin
                    if (ALUSrc == 1) alu_out = rs1_data - imm_gen; 
                    else alu_out = rs1_data - rs2_data; 
                end
                SHIFT_L : begin
                    if (ALUSrc == 1) alu_out = rs1_data << imm_gen; 
                    else alu_out = rs1_data << rs2_data; 
                end
                SHIFT_R : begin
                    if (ALUSrc == 1) alu_out = rs1_data >> imm_gen; 
                    else alu_out = rs1_data >> rs2_data; 
                end
                XOR : begin
                    if (ALUSrc == 1) alu_out = rs1_data ^ imm_gen; 
                    else alu_out = rs1_data ^ rs2_data; 
                end
                default : begin
                    alu_out = 0;
                end
            endcase
        end
    end 
    assign write_en = MemWrite && (state == ME);
    assign mem_wen_D = write_en;
    always @(*) begin
        mem_addr_D = mem_addr_D;
        mem_wdata_D = mem_wdata_D;
        if(state == ME) begin
            mem_addr_D = alu_out;
            mem_wdata_D = rs2_data;
        end
    end
    always @(*) begin
        rd_data = rd_data;
        if(state == WB) begin
            if(jal) rd_data = PC + 3'd4;
            else if(jalr) rd_data = PC + 3'd4;
            else if(auipc) rd_data = PC + (imm_gen << 12);
            else begin
                if(MemToReg == 1) begin
                    rd_data = mem_rdata_D;
                end
                else begin
                    rd_data = (alu_mode == MUL)? mulDiv_out_save : alu_out;
                end
            end
        end
    end
    always @(posedge clk or negedge rst_n) begin
        if (!rst_n) begin
            PC <= 32'h00010000;  
            state <= IF;
            alu_valid_counter <= 0;
        end
        else begin
            PC <= PC_nxt;
            state <= state_nxt;
            alu_valid_counter <= alu_valid_counter_nxt;
        end
    end
endmodule
module reg_file(clk, rst_n, wen, a1, a2, aw, d, q1, q2);
    parameter BITS = 32;
    parameter word_depth = 32;
    parameter addr_width = 5;  
    input clk, rst_n, wen;  
    input [BITS-1:0] d;
    input [addr_width-1:0] a1, a2, aw;
    output [BITS-1:0] q1, q2;
    reg [BITS-1:0] mem [0:word_depth-1];
    reg [BITS-1:0] mem_nxt [0:word_depth-1];
    integer i;
    assign q1 = mem[a1];
    assign q2 = mem[a2];
    always @(*) begin
        for (i=0; i<word_depth; i=i+1)
            mem_nxt[i] = (wen && (aw == i)) ? d : mem[i];
    end
    always @(posedge clk or negedge rst_n) begin
        if (!rst_n) begin
            mem[0] <= 0;
            for (i=1; i<word_depth; i=i+1) begin
                case(i)
                    32'd2: mem[i] <= 32'hbffffff0;
                    32'd3: mem[i] <= 32'h10008000;
                    default: mem[i] <= 32'h0;
                endcase
            end
        end
        else begin
            mem[0] <= 0;
            for (i=1; i<word_depth; i=i+1)
                mem[i] <= mem_nxt[i];
        end
    end
endmodule
module ALUcontrol (opcode, funct3, funct7, ALUOp, alu_mode);
    parameter MUL = 3'b000;
    parameter LT = 3'b001;
    parameter ADD = 3'b010;
    parameter SUB = 3'b011;
    parameter XOR = 3'b100;
    parameter SHIFT_R = 3'b101;
    parameter SHIFT_L = 3'b110;
    parameter NOT_USED = 3'b111;
    parameter R = 2'b00;
    parameter I = 2'b01;
    parameter BS = 2'b10;
    parameter UJ = 2'b11;
    input [6:0] opcode;
    input [2:0] funct3;
    input [6:0] funct7;
    input [1:0] ALUOp;
    output [2:0] alu_mode;
    reg [2:0] alu_mode;
    always @(*) begin
        alu_mode = NOT_USED;
        case (ALUOp)
            R:begin 
                if (funct3 == 3'b100) alu_mode = XOR;
                else if (funct3 == 3'b000) begin
                    if (funct7[5] == 1) alu_mode = SUB;
                    else if(funct7[0] == 1) alu_mode = MUL;
                    else alu_mode = ADD;
                end
            end 
            I: begin 
                if(funct3 == 3'b101) alu_mode = SHIFT_R;
                else if(funct3 == 3'b001) alu_mode = SHIFT_L;
                else if(funct3 == 3'b010 && opcode[4] == 1) alu_mode = LT;
                else alu_mode = ADD;
            end
            BS: begin
                if((funct3 == 3'b000) || (funct3 == 3'b101)) alu_mode = SUB;
                else alu_mode = ADD;
            end
            UJ: begin
                if(opcode[6:0] == 7'b1101111) alu_mode = NOT_USED;
                else alu_mode = ADD;
            end
        endcase
    end
endmodule
module mulDiv(clk, rst_n, valid, ready, mode, in_A, in_B, out);
    input         clk, rst_n;
    input         valid;
    input  [1:0]  mode;  
    output        ready;
    input  [31:0] in_A, in_B;
    output [31:0] out;
    parameter IDLE = 3'd0;
    parameter MUL  = 3'd1;
    parameter DIV  = 3'd2;
    parameter AND = 3'd3;
    parameter AVG = 3'd4;
    parameter OUT  = 3'd5;
    reg  [ 2:0] state, state_nxt;
    reg  [ 4:0] counter, counter_nxt;
    reg  [63:0] shreg, shreg_nxt;
    reg  [31:0] alu_in, alu_in_nxt;
    reg  [32:0] alu_out;
    assign out = shreg[31:0];
    assign ready = (state == OUT);
    always @(*) begin
        case(state)
            IDLE: begin
                if(!valid) begin
                    state_nxt = IDLE;
                end
                else begin  
                    case(mode)
                        2'd0 : state_nxt = MUL;
                        2'd1 : state_nxt = DIV;
                        2'd2 : state_nxt = AND;
                        2'd3 : state_nxt = AVG;
                    endcase
                end     
            end
            MUL : begin
                if(counter == 5'd31) state_nxt = OUT;
                else state_nxt = MUL;
            end
            DIV : begin
                if(counter == 5'd31) state_nxt = OUT;
                else state_nxt = DIV;
            end
            AND : state_nxt = OUT;
            AVG : state_nxt = OUT;
            OUT : state_nxt = IDLE;
            default : state_nxt = IDLE;
        endcase
    end
    always @(*) begin
        case(state)
            MUL : begin
                if(counter == 5'd31)begin
                    counter_nxt = 0;
                end
                else begin
                    counter_nxt = counter + 5'd1;
                end
            end
            DIV : begin
                if(counter == 5'd31)begin
                    counter_nxt = 0;
                end
                else begin
                    counter_nxt = counter + 5'd1;
                end
            end
            default : begin
                counter_nxt = counter;
            end
        endcase
    end
    always @(*) begin
        case(state)
            IDLE: begin
                if (valid) alu_in_nxt = in_B;
                else       alu_in_nxt = 0;
            end
            OUT : alu_in_nxt = 0;
            default: alu_in_nxt = alu_in;
        endcase
    end
    always @(*) begin
        case(state)
            IDLE: begin
                alu_out = 0;
            end
            MUL : begin
                if(shreg[0] == 1)begin
                    alu_out = shreg[63:32] + alu_in;
                end     
                else begin
                    alu_out = shreg[63:32];
                end
            end
            DIV : begin
                if(shreg[63:32] - alu_in < shreg[63:32])begin
                    alu_out = shreg[63:32] - alu_in;
                end
                else begin
                    alu_out = shreg[63:32];
                end
            end
            AND : begin 
                alu_out = alu_in & shreg[31:0];
            end
            AVG : alu_out = (alu_in + shreg[31:0]) >> 1;
            OUT : alu_out = 0;
            default : alu_out = 0;
        endcase
    end 
    always @(*) begin
        case(state)
            IDLE : begin
                if (valid) begin
                    if(mode == 2'd1) begin
                        shreg_nxt[63:0] = {32'd0 , in_A} << 2;
                    end
                    else begin
                        shreg_nxt = {32'd0 , in_A};
                    end
                end
                else    shreg_nxt[63:0] = 0;
            end
            MUL : begin
                shreg_nxt[63:0] = {alu_out , shreg[31:0]} >> 1;
            end
            DIV : begin
                if(counter == 5'd31) begin
                    shreg_nxt[63:0] = {shreg[63:32] >> 1 , shreg[31:0]};
                end 
                else begin
                    if(shreg[63:32] - alu_in >= shreg[63:32])begin
                        shreg_nxt[63:0] =  (shreg[63:0] << 1);
                    end
                    else begin
                        shreg_nxt[63:0] =  ({alu_out[31:0] , shreg[31:0]} << 1) + 64'd1;
                    end
                end
            end
            AND : shreg_nxt[63:0] = {32'd0 , alu_out};
            AVG : shreg_nxt[63:0] = {32'd0 , alu_out};
            OUT : shreg_nxt[63:0] = 0;
            default : shreg_nxt[63:0] = 0;
        endcase
    end
    always @(posedge clk or negedge rst_n) begin
        if (!rst_n) begin
            state <= IDLE;
            counter <= 0;
            shreg <= 0;
            alu_in <= 0;
        end
        else begin
            state <= state_nxt;
            counter <= counter_nxt;
            shreg <= shreg_nxt;
            alu_in <= alu_in_nxt;
        end
    end
endmodule
module control(instruction, Branch, MemRead, MemToReg, MemWrite, ALUSrc, jal, jalr, auipc, regWrite);
    input [6:0] instruction;
    output Branch;
    output MemRead;
    output MemToReg;
    output MemWrite;
    output ALUSrc;
    output jal;
    output jalr;
    output auipc;
    output regWrite;
    reg [8:0] Output;
    reg Branch;
    reg MemRead;
    reg MemToReg;
    reg MemWrite;
    reg ALUSrc;
    reg jal;
    reg jalr;
    reg auipc;
    reg regWrite;
    always @(*) begin
        case(instruction)
            7'b0010111 : begin  
                Output = 9'b0000_00011;
            end
            7'b1101111 : begin  
                Output = 9'b0000_01001;
            end
            7'b1100111 : begin  
                Output = 9'b0000_10101;
            end
            7'b1100011 : begin  
                Output = 9'b1000_00000;
            end
            7'b0000011 : begin  
                Output = 9'b0110_10001;
            end
            7'b0100011 : begin  
                Output = 9'b0001_10000;
            end
            7'b0010011 : begin  
                Output = 9'b0000_10001;
            end
            7'b0110011 : begin  
                Output = 9'b0000_00001;
            end
            default : Output = 9'b0000_00000;
        endcase
        Branch = Output[8];
        MemRead = Output[7];
        MemToReg = Output[6];
        MemWrite = Output[5];
        ALUSrc = Output[4];
        jal = Output[3];
        jalr = Output[2];
        auipc = Output[1];
        regWrite = Output[0];
    end
endmodule
[run.sh]
#!/bin/bash
# OpenROAD 26Q1-2900-gdf79404cd8, Yosys 0.63+post, stock flow scripts
make -C /OpenROAD-flow-scripts/flow DESIGN_CONFIG=/design/flow/config.mk WORK_HOME=/design/flow/orfs finish
[config.mk]
export PLATFORM = sky130hd
export DESIGN_NAME = CHIP
export DESIGN_NICKNAME = CHIP
export VERILOG_FILES = /design/flow/design.v
export SDC_FILE = /design/flow/constraint.sdc
export NUM_CORES = 4
export LEC_CHECK = 1
export CORE_UTILIZATION = 30
[constraint.sdc]
current_design CHIP

set clk_period 13.0
set clk_io_pct 0.2

create_clock -name clk0 -period $clk_period [get_ports {clk}]

set non_clock_inputs [all_inputs -no_clocks]
set_input_delay [expr $clk_period * $clk_io_pct] -clock clk0 $non_clock_inputs
set_output_delay [expr $clk_period * $clk_io_pct] -clock clk0 [all_outputs]
==> Changelog: implementation <==
### Changed

- Gate power share: around 2.4%
- AO/OA Area Share: 19.4%
- Number of I/O pins: 163
- CTS tree: built
- Die outline width: 528 um
- Post-DP HPWL: ~330,000 um
- Post-route non-filler standard cell count: roughly 13k
- WL final: roughly 480,000 um
- Root Driver: clkbuf_16
- Fp util: 30.3%
- CP endpoint: mulDiv01.shreg[0]
- Max-Cap Viols: 0
- Final Max Tran Viols: 0
- Layout cells sized above 1: a little over a fifth
- P_sw: ~1.9 mW
- Mux cell area share after synthesis: approximately 15%
- Data arrival, critical path: 8.30 ns
- Finish-stage setup viols: 0
- Synth Instances: a little under 9k
- Count of unclocked register or latch pins: approximately 210
- RSZ-0062 raised after global routing: no
- Number of global-route vias before repair: just under 80k
- Via Count: 82.4k
- Area Overhead vs Synth: 13.9%
- Fin Clk Skew: 0.0681 ns
- Distinct lib cells: 108
- First-pass GRT wire length: roughly 660,000 um
- Placed Area: between 80,000 and 90,000 um2
- Buffers on Ports: between 150 and 200
- Total GRT Usage: a little over a third
- Wire length per cell: between 30 and 40 um
- CP max-delay cell: nor2_2
- Rows: between 150 and 200
- Ys flop type: dfrtp_1
- Max Fanout on Critical Path: 28
- Reg-to-reg slack, setup: 5.41 ns
- Largest net degree at the start of global routing: ~110
- Hold Path Origin: state[0]
- Number of setup buffers added after CTS: 0
- Worst Setup Start Kind: register
- Worst hold path type: register to register
- Final tally of hold violations: 0
- TritonRoute pass-1 iters: 17
- Die extent in y: approximately 530 um
- Grt ovf: 0
- Htree depth: 4
- Max Clk Rate: around 130 MHz
- Maximum vdd drop: 0.104 mV
- Gpl congestion: around 1.0
- Inserted Clock Buffers: between 100 and 150
- Post-CTS sizing: 0
- CP Launch Point: mulDiv01.shreg[32]
- Cells after DPL: about 12k
- Clock Pin Slew Worst Setup and Hold Paths: 0.06 ns
- Adder Area Share: 4.35%
- Yosys simple share: roughly 16%
- Clock buffer depth: 3
- Chip Area, Yosys: between 80,000 and 90,000 um2
- Total Power: ~8 mW
- Endpoint class of the critical path: register
- Late-Pin Clk Latency: about 0.84 ns
- Sequential share of power: a little under half
- Async SR Flop Fraction: between 80% and 90%
- Via/cell ratio: approximately 6.6
- Actual slew at the worst max-slew pin: around 1.1 ns
- Tool Warnings: 65
- Final Core Density: between 30% and 40%
- Slew headroom: approximately a quarter
- Most frequent cell after synthesis: dfrtp_1
- Minimum clock period: 7.59 ns
- Post-route ant nets: 0
- Residual DRC count: 0
- Synth Register Bits: around 1.4k
- Syn. warnings: 7
- Synth Cell Area: slightly above 80,000 um2
- Initial drt markers: between 10k and 15k
- Worst path max stage delay: approximately 0.50 ns
- Synth Area in XOR/XNOR: 1.94%
- CTS Hold Bufs: 0
- Crit path kind: register to register
- Top logic family: AND-OR/OR-AND gates
- Sw Share: about a quarter
- Antenna violations before repair: around 46
- Clock share of power: 52.3%
- R2R cell count: 29
- Worst r2r dst: mulDiv01.shreg[0]
- Cell accounting for the most synthesized area: dfrtp_1
- Int Pwr: roughly 6 mW
- Power per cell area: slightly above 80 nW/um2
- Endpoints left unconstrained: 273
- Main area contributors: dfrtp_1 33%, mux2_2 14%, a22oi_1 4.6%
- Area leader share: roughly 33%
- Reg-to-reg startpoint: mulDiv01.shreg[32]
- Core area: around 270,000 um2
- Yosys cell count: around 8.8k
- EDFF count, synth: 0
- Top cells by count, synth: 1,110 x dfrtp_1, 1,030 x mux2_2, 581 x clkbuf_1, 529 x nor2_1, 510 x a22oi_1
- Final worst-path cycle share: 58.4%
- Leakage: between 40 and 50 nW
- Fin Setup TNS: 0 ns
- Status: completed
- CP required: 13.71 ns
- Total die size: around 280,000 um2
- Design area: approximately 95,000 um2
- Syn Area/Cell: 9.45 um2
-- cells in the final DEF (no fill, tap or decap), types with 348 or more instances in the layout --
master / instances
and3_1: 362
buf_4: 362
nor2_1: 444
o21ai_0: 348
nand3_1: 435
nand2_1: 464
mux2_2: 1030
a22oi_1: 510
dfrtp_1: 1106
a21oi_1: 368
-- power groups by stage --
stage / logic [mW] / clock network, mW / registers, mW
after CTS: 0.190 / 4.11 / 3.56
after global routing: 0.204 / 4.25 / 3.56
final: 0.188 / 4.10 / 3.56
-- worst max-delay path: cells and delay by family, from the launching register on --
family                     cells  cell delay [ns]
adders and majority gates      3             0.84
DFF                            1             0.46
buffers and inverters          4             0.77
xor gates and xnor gates       1             0.16
AOI/OAI and AO/OA             11             2.84
and+or+nand+nor               10             2.43
-- registers in the layout (all words and copies together) (netlist names), 6 cells and up --
signal	cells
reg0.mem	992
alu_out	32
alu_valid_counter	6
imm_gen	32
mulDiv01.shreg	64
mem_wdata_D	32
rd_data	32
mulDiv_out_save	32
mem_addr_D	32
PC	32
mulDiv01.state	6
mulDiv01.alu_in	32
-- metrics by stage --
| step | hold WS [ns] | worst slack, ns |
|---|---|---|
| 2_1_floorplan | 0.379 | 6.61 |
| 3_5_place_dp | 0.383 | 5.56 |
| 5_1_grt | 0.396 | 5.01 |
| 3_3_place_gp | 0.381 | 5.49 |
| 6_report | 0.390 | 5.41 |
| 4_1_cts | 0.391 | 5.63 |
-- worst min path at each step --
stage	depth (start not counted)	slack, ns	endpoint
final	0	0.39	state[3]
after global routing	0	0.40	state[3]
after CTS	0	0.39	state[3]
-- cells by family (layout without fill, tap and decap cells) --
group                    Yosys count  in the layout
XOR/XNOR                         184            184
adder cells (fa/ha/maj)          284            284
flip-flops                      1142           1142
latches                          209            209
other                              1             51
AND-OR/OR-AND                   2265           2265
AND/OR/NAND/NOR                 2601           2601
buffers and inverters            984           1015
multiplexers                    1117           1117
-- metal layers --
layer | vias to the layer above | global-route usage [%] | share of wire (%)
li1 | 33100 | - | -
met1 | 40800 | 42.3 | 36
met2 | 6468 | 48.0 | 41
met3 | 1921 | 18.8 | 15
met4 | 50 | 23.1 | 8.2
met5 | - | 3.45 | 0.24
-- final cells by class --
class	count	area (um2)
multi-input cells	6453	48000
clock inverters	56	887
well taps	3686	4610
clock buffers	187	3820
repair buffers	526	4380
flip-flops and latches	1351	31800
diodes	49	123
inverters	246	923
fillers	27400	180000
Power figures rest on the tool's default switching activity, not on a simulated workload.
